**config.mk**
```make
export PLATFORM = sky130hd
export DESIGN_NAME = ROM_VDP_interface
export DESIGN_NICKNAME = ROM_VDP_interface
export VERILOG_FILES = /design/flow/design.v
export SDC_FILE = /design/flow/constraint.sdc
export NUM_CORES = 4
export LEC_CHECK = 1
export CORE_AREA = 10 10 99 99
export DIE_AREA = 0 0 109 109
```
**constraint.sdc**
```tcl
current_design ROM_VDP_interface

set clk_period 3.2
set clk_io_pct 0.2

create_clock -name clk0 -period $clk_period [get_ports {clk}]

set non_clock_inputs [all_inputs -no_clocks]
set_input_delay [expr $clk_period * $clk_io_pct] -clock clk0 $non_clock_inputs
set_output_delay [expr $clk_period * $clk_io_pct] -clock clk0 [all_outputs]
```
**design.v**
```verilog
`timescale 1ns / 1ps
module ROM_VDP_interface(
    input logic clk, srst_n,
    input logic [15:0] VDP_DO,  
    input logic [21:0] ROM_dout,
    input logic VDP_DTACK_N,
    output logic ROM_ena,
    output logic [11:0]ROM_addr,
    output logic [15:0] VDP_DI,  
    output logic [4:0] VDP_A,  
    output logic VDP_RNW,
    output logic VDP_SEL);
    logic [11:0] ROM_ADDR;  
    logic [21:0] ROM_DATA;
    logic ROM_EN;
    assign ROM_DATA = ROM_dout;
    assign ROM_addr = ROM_ADDR;
    assign ROM_ena = ROM_EN;
    enum logic [1:0] {RESET, ROM_READ, VDP_WRITE, WAIT} state;
    always_ff @(posedge clk) begin
        if(!srst_n) begin
            state <= RESET;
        end
        if(state == RESET) begin
            state <= ROM_READ;
            ROM_ADDR <= 16'd0;
            ROM_EN <= 1'b1;
        end
        if(state == ROM_READ) begin
            state <= VDP_WRITE;
            VDP_DI <= ROM_DATA[15:0];
            VDP_A <= ROM_DATA[20:16];
            VDP_RNW <= ROM_DATA[21];
            VDP_SEL <= 1'b1;
            ROM_EN <= 1'b0;
        end
        if(state==VDP_WRITE) begin
            state<=WAIT;
            ROM_ADDR <= ROM_ADDR + 1;
        end
        if(state==WAIT) begin
            if(!VDP_DTACK_N) begin
                state <= ROM_READ;
                ROM_EN <= 1'b1;
                VDP_SEL <= 1'b0;
            end
            else begin
                state <= WAIT;
            end
        end    
    end    
endmodule
```
**run.sh**
```bash
#!/bin/bash
# OpenROAD 26Q1-2900-gdf79404cd8, Yosys 0.63+post, stock flow scripts
make -C /OpenROAD-flow-scripts/flow DESIGN_CONFIG=/design/flow/config.mk WORK_HOME=/design/flow/orfs finish
```
==> metrics.yaml <==
status: "complete, no violations"
nFillCells: 779
cpMaxStageDelayCell: "clkdlybuf4s50_1"
grt.overflow.total: 0
min_period_over_period_pct: 60.9
synthCells: 72
openroad.warnings: 42
finalPower_mw: 0.892
ff2ff_setup_slack_ns: 1.76
vias: 820
crit_path_start: "ROM_ADDR[2]"
gp_congestion: 0.726
worstMarginPinSlew_ns: 0.571
clock_latency_ns: 0.28
edf_count: 34
dpl.cell_count: 234
finalSetupTns_ns: 0
relSlewSlack_pct: 61.9
post-cts-setup-buffer-count: 0
die_area_sq_um: 11900
r2r_cells: 4
vdd_drop_max_mv: 0.177
antenna_found_initial: 0
track_usage_pct: 4.95
fin_skew_ns: 0.00240
cts_buffer_depth: 2
grt_pass1_wl_mm: 4.54
reg2reg_from: "ROM_ADDR[0]"
cpLargestDelayFamily: "buffers and inverters"
path_clk_slew_ns: 0.07
setup_viol: 0
holdWs_ns: 0.445
endpoint_kind: "output port"
critical_path_class: "flop to output port"
fin_cells: 242
final_max_slew_viol_count: 0
place_area_sq_um: 2100
required_ns: 2.56
async_flop_share_pct: 0
ys_seq_share_pct: 81.8
leakagePower_nw: 0.813
clkSinkCount: 39
power.density_nw_per_um2: 409
maxCapViolCount: 0
synth-main-ff-cell: "edfxtp_1"
worstHoldEndpoint: "state[2]"
grt_pass1_vias: 872
hp-class: "flop to flop"
path_cells: "clkdlybuf4s50_1"
cts_tree: "yes"
ys_cells: 72
synth.most_common_cell: "edfxtp_1"
cts.repair.resized: 0
drive_above_1_share_pct: 7.86
drc_errors: 0
hold_start: "state[2]"
yosysTopAreaCell: "edfxtp_1"
root_buffer: "clkbuf_8"
ctsHoldBuffers: 0
crit_fanout: 6
grt_max_degree: 18
synth_area_sq_um: 1370
hold_viol: 0
wirelength_mm: 2.96
synth.area.top_cells: "edfxtp_1 74%, dfxtp_1 7.3%, xor2_1 5.1%, nand4_4 1.6%, nor4_4 1.6%"
fin_crit_ns: 1.95
core_region_area_sq_um: 7730
r2r-end: "ROM_ADDR[6]"
fp.dieW_microns: 109
fmax_mhz: 513
die_y_microns: 109
port_buffers: 59
drtIter0Drc: 19
initial_core_util_pct: 17.7
cp-start-kind: "flop"
ios: 77
post_drt_wl_per_cell_microns: 12.2
htree_levels: 2
rows: 32
synth.yosys.warnings: 1
numSynthFlops: 39
rsz0062_at_grt: "no"
synth_chip_area_sq_um: 1370
fin_area_sq_um: 2180
cp.arrival_ns: 1.31
first_pass_iters: 4
diodes: 0
synth_top_area_share_pct: 74.5
worstHoldPathCells: 1
vias_per_cell: 3.39
syn_avg_cell_area_sq_um: 19.0
max_stage_delay_ns: 0.53
hpwlAfterDp_mm: 2.35
cts_buffers: 5
area_delta_synth_final_pct: 59.1
yosys-top-cells-count: "34 x edfxtp_1, 8 x xor2_1, 5 x dfxtp_1, 5 x nor2_1"
antenna_left: 0
crit_buf_inv: 1
ys_types: 16
## cells in the final DEF (no fill, tap or decap)
cell type,count
nand3_1,3
and3_1,1
nand4_4,1
nor2b_1,1
a21o_1,2
xnor2_1,2
nand3_4,1
nand2_1,3
xor2_1,8
dfxtp_1,5
nor4_4,1
clkdlybuf4s50_1,59
nor2_1,5
clkinvlp_4,1
clkinv_2,1
buf_4,1
nor3_1,2
clkbuf_8,5
edfxtp_1,34
clkbuf_1,1
ha_1,1
inv_1,2
## report_power, final
| part | switching [mW] | internal, mW |
|---|---|---|
| clock network | 0.164 | 0.152 |
| logic | 0.00331 | 0.0241 |
| registers | 0 | 0.549 |
## how the worst max path moves through the flow
stage,depth (start not counted),slack [ns],end
CTS,1,1.23,ROM_addr[2]
global route,1,1.18,ROM_addr[2]
finish,1,1.25,ROM_addr[2]
## layout make-up
type	instances	area, sq um	area share, %
timing repair buffer	60	598	27.4
clock inverter	2	12.5	0.573
clock buffer	6	72.6	3.33
inverter	2	7.51	0.344
multi-input combinational	31	243	11.1
sequential	39	1120	51.4
tap	102	128	5.85
## state kept, by name (all words and copies together), names as in the netlist
signal    count
VDP_DI       16
ROM_ADDR     12
VDP_A         5
state         3
ROM_EN        1
VDP_RNW       1
VDP_SEL       1
## layer usage
metal  up-vias  track usage, %  routed length [microns]
li1        396               -                        -
met1       375            5.54                     1070
met2        46            7.16                     1300
met3         3            4.48                      571
met4         0           0.565                       16
met5         -               0                        0
## cell families (layout without fill, tap and decap cells)
group                      count (synthesis)  in the layout  share of synthesized area, %
adders and majority gates                  1              1                         0.912
DFF                                       39             39                          81.8
buffers and inverters                      2             70                         0.548
and+or+nand+nor                           18             18                          9.31
xor gates and xnor gates                  10             10                          6.39
AOI/OAI and AO/OA                          2              2                          1.09
## per-stage QoR
step	utilization [%]	worst slack (ns)
final	28.2	1.25
after global routing	28.2	1.18
after CTS	28.2	1.23
after detailed placement	27.1	1.55
after global placement	27.1	1.54
after floorplan	-	1.91
