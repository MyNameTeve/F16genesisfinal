==> design/flow/design.v <==
`timescale 1ns / 1ps
module ti_mixer(
    input logic CLK, nRST,
    input logic [3:0] vol0, vol1, vol2, vol3,
    input logic ch0out, ch1out, ch2out, ch3out,  
    output logic [14:0] digital_out
);
    logic [14:0] volume0, volume1, volume2, volume3;
    (* mark_debug = "true" *)
    logic [16:0] intermediate, c0, c1, c2, c3;
    logic [14:0] int_vol_0;
    always_comb begin
        case(vol0)
            4'b0000: volume0 = 15'd32767;
            4'b0001: volume0 = 15'd26028; 
            4'b0010: volume0 = 15'd20675; 
            4'b0011: volume0 = 15'd16422; 
            4'b0100: volume0 = 15'd13045; 
            4'b0101: volume0 = 15'd10362; 
            4'b0110: volume0 = 15'd8231; 
            4'b0111: volume0 = 15'd6568;
            4'b1000: volume0 = 15'd5193; 
            4'b1001: volume0 = 15'd4125; 
            4'b1010: volume0 = 15'd3277; 
            4'b1011: volume0 = 15'd2603; 
            4'b1100: volume0 = 15'd2067; 
            4'b1101: volume0 = 15'd1642; 
            4'b1110: volume0 = 15'd1304; 
            4'b1111: volume0 = 15'd0;  
        endcase
        case(vol1)
            4'b0000: volume1 = 15'd32767;
            4'b0001: volume1 = 15'd26028; 
            4'b0010: volume1 = 15'd20675; 
            4'b0011: volume1 = 15'd16422; 
            4'b0100: volume1 = 15'd13045; 
            4'b0101: volume1 = 15'd10362; 
            4'b0110: volume1 = 15'd8231; 
            4'b0111: volume1 = 15'd6568;
            4'b1000: volume1 = 15'd5193; 
            4'b1001: volume1 = 15'd4125; 
            4'b1010: volume1 = 15'd3277; 
            4'b1011: volume1 = 15'd2603; 
            4'b1100: volume1 = 15'd2067; 
            4'b1101: volume1 = 15'd1642; 
            4'b1110: volume1 = 15'd1304; 
            4'b1111: volume1 = 15'd0;
        endcase
        case(vol2)
            4'b0000: volume2 = 15'd32767;
            4'b0001: volume2 = 15'd26028; 
            4'b0010: volume2 = 15'd20675; 
            4'b0011: volume2 = 15'd16422; 
            4'b0100: volume2 = 15'd13045; 
            4'b0101: volume2 = 15'd10362; 
            4'b0110: volume2 = 15'd8231;
            4'b0111: volume2 = 15'd6568;
            4'b1000: volume2 = 15'd5193; 
            4'b1001: volume2 = 15'd4125; 
            4'b1010: volume2 = 15'd3277; 
            4'b1011: volume2 = 15'd2603; 
            4'b1100: volume2 = 15'd2067; 
            4'b1101: volume2 = 15'd1642; 
            4'b1110: volume2 = 15'd1304; 
            4'b1111: volume2 = 15'd0;
        endcase
        case(vol3)
            4'b0000: volume3 = 15'd32767;
            4'b0001: volume3 = 15'd26028; 
            4'b0010: volume3 = 15'd20675; 
            4'b0011: volume3 = 15'd16422; 
            4'b0100: volume3 = 15'd13045; 
            4'b0101: volume3 = 15'd10362; 
            4'b0110: volume3 = 15'd8231;
            4'b0111: volume3 = 15'd6568;
            4'b1000: volume3 = 15'd5193;
            4'b1001: volume3 = 15'd4125;
            4'b1010: volume3 = 15'd3277;
            4'b1011: volume3 = 15'd2603;
            4'b1100: volume3 = 15'd2067;
            4'b1101: volume3 = 15'd1642;
            4'b1110: volume3 = 15'd1304;
            4'b1111: volume3 = 15'd0;
        endcase
        c0 = ch0out ? volume0 : 15'd0;
        c1 = ch1out ? volume1 : 15'd0;
        c2 = ch2out ? volume2 : 15'd0;
        c3 = ch3out ? volume3 : 15'd0;
    end
    always_ff @(posedge CLK, negedge nRST) begin
        if (!nRST) begin
            intermediate <= 0;
        end
        else begin
            intermediate <= c0 + c1 + c2 + c3; 
        end
    end
    assign digital_out = intermediate[16:2];
endmodule
`timescale 1ns / 1ps
module right_shift_register(
    input logic CLK,
    input logic nRST,
    input logic DATA_IN,
    output logic BIT_OUT,
    output logic [7:0] bitShiftReg);  
    always @(posedge CLK, negedge nRST) begin
        if (!nRST) begin
            bitShiftReg <= 8'b01010101;
        end
        else begin
            bitShiftReg <= {DATA_IN, bitShiftReg[7:1]};
        end
    end
    assign BIT_OUT = bitShiftReg[0];
endmodule
`timescale 1ns / 1ps
module ti_top(
    input logic nWE, nCE,
    input logic CLK, nRST,
    (* mark_debug = "true" *)
    input logic [7:0] D,
    output logic READY, AOUT );
    logic [3:0] clkDivider;
    (* mark_debug = "true" *)
    logic [3:0] vol0, vol1, vol2, vol3;
    (* mark_debug = "true" *)
    logic [9:0] tone0, tone1, tone2;
    logic [2:0] noise;
    logic [1:0] channel;
    logic latch;
    logic [5:0] storeD;
    logic [9:0] counter0, counter1, counter2, counter3;
    (* mark_debug = "true" *)
    logic ch0out, ch1out, ch2out, ch3out;
    logic [7:0] shiftRegister;
    logic shift_data_in, shift_data_out;
    logic [14:0] digital_out;
    logic [5:0] digital_storage, pwm_counter;
    enum logic [1:0] {
        INIT, LATCH, DATA
    } state, nextState;
    right_shift_register rsr(.CLK(ch3out), .nRST(nRST), .DATA_IN(shift_data_in), .BIT_OUT(shift_data_out), .bitShiftReg(shiftRegister));
    ti_mixer mix(.CLK(CLK), .nRST(nRST), .vol0(vol0), .vol1(vol1), .vol2(vol2), .vol3(vol3), .ch0out(ch0out), .ch1out(ch1out),
                 .ch2out(ch2out), .ch3out(shift_data_out), .digital_out(digital_out));
    assign shift_data_in = noise[2] ? (shiftRegister[3] ^ shiftRegister[0]) : shiftRegister[0]; 
    always_ff @(posedge CLK, negedge nRST) begin
        if (!nRST) begin
            state <= INIT;
            clkDivider <= 0;
            counter0 <= 0;
            counter1 <= 0;
            counter2 <= 0;
            counter3 <= 0;
            pwm_counter <= 0;
            ch0out <= 0;
            ch1out <= 0;
            ch2out <= 0;
            ch3out <= 0;
        end
        else begin
            if (pwm_counter == 0 && digital_storage == 0) begin
                digital_storage <= digital_out[14:9];
                AOUT <= 0;
            end
            else if (pwm_counter == 0) begin
                digital_storage <= digital_out[14:9];
                AOUT <= 1;
            end
            else if (pwm_counter == digital_storage) begin
                AOUT <= 0;
            end
            pwm_counter <= pwm_counter + 1;
            state <= nextState;
            if (clkDivider == 0) begin
                if (counter0 == 0) begin
                    counter0 <= tone0;
                    if (tone0 != 10'b1111111111)
                        ch0out <= ~ch0out;
                end
                else begin
                    counter0 <= counter0 - 1;
                end
                if (counter1 == 0) begin
                    counter1 <= tone1;
                    if (tone1 != 10'b1111111111)
                        ch1out <= ~ch1out;
                end
                else begin
                    counter1 <= counter1 - 1;
                end
                if (counter2 == 0) begin
                    counter2 <= tone2;
                    if (tone2 != 10'b1111111111)
                        ch2out <= ~ch2out;
                end
                else begin
                    counter2 <= counter2 - 1;
                end
                if (counter3 == 0) begin
                    case (noise[1:0])
                        2'b00: counter3 <= 10'b0000010000;
                        2'b01: counter3 <= 10'b0000100000;
                        2'b10: counter3 <= 10'b0001000000;
                        2'b11: counter3 <= tone2;
                    endcase
                    ch3out <= ~ch3out;
                end
                else begin
                    counter3 <= counter3 - 1;
                end
            end
            clkDivider <= clkDivider + 1;
        end
    end
    always_comb begin
        case (state)
            INIT: begin
                READY = 1;
                if (!nWE && !nCE) begin
                    nextState = (D[7] == 1) ? LATCH : DATA;
                end
                else begin
                    nextState = INIT;
                end
            end
            LATCH: begin
                READY = 0;
                nextState = INIT;
            end
            DATA: begin
                READY = 0;
                nextState = INIT;
            end
            default: begin
                READY = 0;
                nextState = INIT;
            end
        endcase
    end
    always_ff @(posedge CLK, negedge nRST) begin
        if (!nRST) begin
            channel <= 0;
            latch <= 0;
            storeD <= 0;
            vol0 <= 4'b0100;
            vol1 <= 4'b1111;
            vol2 <= 4'b1111;
            vol3 <= 4'b1111;
            tone0 <= 10'b0110101100;
            tone1 <= 10'b1111111111; 
            tone2 <= 10'b1111111111; 
            noise <= 3'b111;
        end
        else begin
            case(state)
                INIT: begin
                    if (!nWE && !nCE) begin
                        if (D[7] == 1) begin
                            channel <= D[6:5];
                            latch <= D[4];
                            storeD[3:0] <= D[3:0];
                        end
                        else begin  
                            storeD[5:0] <= D[5:0];
                        end
                    end
                end
                LATCH: begin
                    if (latch) begin
                        case(channel)
                            2'b00: vol0 <= storeD[3:0];
                            2'b01: vol1 <= storeD[3:0];
                            2'b10: vol2 <= storeD[3:0];
                            2'b11: vol3 <= storeD[3:0];
                        endcase
                    end
                    else begin
                        case(channel)
                            2'b00: tone0[3:0] <= storeD[3:0];
                            2'b01: tone1[3:0] <= storeD[3:0];
                            2'b10: tone2[3:0] <= storeD[3:0];
                            2'b11: noise <= storeD[2:0];
                        endcase
                    end
                end
                DATA: begin
                    if (!latch) begin
                        case (channel)
                            2'b00: tone0[9:4] <= storeD[5:0];
                            2'b01: tone1[9:4] <= storeD[5:0];
                            2'b10: tone2[9:4] <= storeD[5:0];
                            2'b11: noise <= storeD[2:0];
                        endcase   
                    end 
                end
                default: begin
                    channel <= 0;
                    latch <= 0;
                    storeD <= 0;
                    vol0 <= 0;
                    vol1 <= 0;
                    vol2 <= 0;
                    vol3 <= 0;
                    tone0 <= 0;
                    tone1 <= 0;
                    tone2 <= 0;
                    noise <= 0;
                end
            endcase
        end
    end
endmodule
==> design/flow/run.sh <==
#!/bin/bash
# OpenROAD 26Q1-2900-gdf79404cd8, Yosys 0.63+post, stock flow scripts
make -C /OpenROAD-flow-scripts/flow DESIGN_CONFIG=/design/flow/config.mk WORK_HOME=/design/flow/orfs finish
==> design/flow/config.mk <==
export PLATFORM = sky130hd
export DESIGN_NAME = ti_top
export DESIGN_NICKNAME = ti_top
export VERILOG_FILES = /design/flow/design.v
export SDC_FILE = /design/flow/constraint.sdc
export NUM_CORES = 4
export LEC_CHECK = 1
export CORE_UTILIZATION = 50
==> design/flow/constraint.sdc <==
current_design ti_top

set clk_period 7.8
set clk_io_pct 0.2

create_clock -name clk0 -period $clk_period [get_ports {CLK}]

set non_clock_inputs [all_inputs -no_clocks]
set_input_delay [expr $clk_period * $clk_io_pct] -clock clk0 $non_clock_inputs
set_output_delay [expr $clk_period * $clk_io_pct] -clock clk0 [all_outputs]
==> results.yml <==
# physical design summary
outcome:
  status: "finished, final reports clean"
cts:
  cts_setup_buffers: 0
  tritoncts: "done"
  cts_root_buf: "clkbuf_16"
  clk_pin_slew_worst_paths_ns: 0.06
  ctsLongestPathBuffers: 2
  htreeDepth: 4
  insertion_delay_ns: 0.42
  cts_made_buffers: 17
  cts_resized: 0
  hold_buffers: 0
timing:
  unclocked_pins: 8
  fin_skew_ns: 0.01694
  min_period_over_period_pct: 69.35
  slew_viol_final: 0
  rsz0062_at_grt: "no"
  relSlewSlack_pct: 29.39
  setup_violations: 0
  tightest_slew_ns: 1.032
  fin_crit_ns: 5.409
  fmax_mhz: 184.9
  tns_ns: 0
  untimed_endpoints: 8
  fin_hold_ws_ns: 0.4174
  final_hold_viol_count: 0
  setup_slack_ns: 2.391
synth:
  syn_inst: 1043
  async_flop_share_pct: 94.85
  ys_area_um2: 9300
  synth_cell_types: 74
  ys_warn_count: 3
  ys.flops: 136
  flop_cell: "dfrtp_1"
  yosys_cells: 1043
  synth.avg_cell_area_um2: 8.917
  ys_seq_share_pct: 37.59
  edf_count: 7
  netlist_area_um2: 9300
global_route:
  grt_max_degree: 51
  grt_pass1_wl_um: 34700
  antenna_found_initial: 0
  grt_pass1_vias: 6715
  grt.overflow.total: 0
  track_usage_pct: 23.40
drt:
  maxUsedRoutingLayer: "met4"
  drtPass1Iterations: 7
  wl_um: 20670
  routed_via_density: 5.722
  m1WireLength_um: 10220
  drc: 0
  vias: 7255
  wl_met2_um: 9336
  drt-wirelength-per-cell_um: 16.30
  num_antenna_cells: 0
  wl_met3_um: 763
  detail_route.iter0.violations: 442
  ant_nets: 0
flow_run:
  warnings: 48
  max_cap_violations: 0
worst_hold_path:
  hp-class: "reg -> reg"
  min-delay-start: "mix.intermediate[14]"
layout:
  mostFrequentLayoutCells: "nand2_1, nor2_1, dfrtp_1, o21ai_0, ha_1"
  area_growth_pct: 8.799
  fin_util_pct: 55.95
  fill_cells: 1617
  lay_top_count: "nand2_1"
  final_cells: 1268
  postLayoutCellArea_um2: 10120
  drive_gt1_share_pct: 10.49
floorplanning:
  die-area_um2: 19150
  rows: 49
  die_h_um: 138.4
  core_um2: 18090
  initial_utilization_pct: 51.42
  dieWidth_um: 138.4
  num_io_pins: 14
pwr:
  irDropWorstVdd_v: 0.0002006
  p_leak_nw: 4.334
  cellPowerDensity_nw_per_um2: 402.8
  power_mw: 4.076
critical_path:
  cp.required_ns: 8.10
  critPathMaxFanout: 7
  crit_path_end_kind: "flop"
  startpoint_type: "flop"
  worstReg2RegStart: "vol1[0]"
  crit_type: "reg -> reg"
  crit_arrival_ns: 5.71
  startpoint: "vol1[0]"
placement:
  place_area_um2: 9538
  dp.cells: 1236
  port_buffers: 13
  post-place-ws_ns: 2.366
  gp_congestion: 0.9280
  hpwlAfterDp_um: 15290
-- cell type report --
cell class / count / area, um2 / area share [%]
multi-input cells: 795 / 5373 / 53.10
clock buffers: 20 / 446.7 / 4.414
well taps: 229 / 286.5 / 2.832
flip-flops and latches: 136 / 3496 / 34.55
repair buffers: 17 / 161.4 / 1.595
clock inverters: 12 / 133.9 / 1.323
inverters: 59 / 221.5 / 2.189
-- registers in the layout, summed over array words and instances, names as in the netlist, 2 cells and up --
name,count
channel,2
clkDivider,4
counter0,10
counter1,10
counter2,10
counter3,10
digital_storage,6
mix.intermediate,6
noise,3
pwm_counter,6
rsr.bitShiftReg,8
state,3
storeD,6
tone0,10
tone1,10
tone2,10
vol0,4
vol1,4
vol2,4
vol3,4
-- critical path, stage by stage (launching register included) --
cell,delay (ns)
dfstp_2,0.59
inv_1,0.12
ha_1,0.28
or3_1,0.32
a21oi_1,0.15
nor2_1,0.07
ha_1,0.21
inv_1,0.07
fa_1,0.19
nor2b_1,0.06
o31a_1,0.28
nor4_2,0.19
nor3_1,0.11
a2111oi_2,0.45
xor2_1,0.15
fa_1,0.55
inv_1,0.04
ha_1,0.28
and3_1,0.17
nand3_1,0.08
a31oi_1,0.13
o21ai_1,0.10
a31oi_1,0.39
a31oi_1,0.19
xnor2_1,0.15
-- cells by family after synthesis --
kind of cell | Yosys count | share of synthesized area (%)
AOI/OAI and AO/OA | 286 | 19.45
xor gates and xnor gates | 35 | 3.296
adders and majority gates | 78 | 11.70
buffers and inverters | 112 | 4.641
DFF | 136 | 37.59
muxes | 45 | 5.274
and+or+nand+nor | 351 | 18.04
-- synthesized netlist by cell type (9+ instances only) --
cell      number  share of area [%]
mux2_1        16                1.9
xor2_1        14                1.3
o211a_1        9               0.97
nand2b_1      11               0.74
nor3_1        24                1.3
a31oi_1       11               0.74
o211ai_1      12               0.97
nand3_1       24                1.3
mux2i_1       16                1.7
a21o_1        15                1.2
nor2_1        91                3.7
xnor2_1       21                2.0
o21ai_1       38                2.0
clkbuf_1      46                1.9
dfrtp_1       83                 22
fa_1          15                3.2
a22o_1         9               0.85
inv_1         57                2.3
a21oi_1       61                3.3
nand2_1      118                4.8
ha_1          63                8.5
and2_1        10               0.67
nand4_1       10               0.67
o21ai_0       68                3.7
dfstp_2       46                 13
or3_1          9               0.61
mux2_2        12                1.5
-- layer usage --
layer | track usage, % | vias to the layer above
li1 | - | 3672
met1 | 38.08 | 3447
met2 | 34.95 | 114
met3 | 3.812 | 22
met4 | 3.607 | 0
met5 | 0 | -
-- power by group --
group	switching, mW	internal [mW]
Clock	0.300	0.480
Sequential	0.141	0.829
Combinational	1.29	1.03
-- worst paths after layout --
kind                            slack, ns  cells after the start                    to
worst min-delay path                 0.42                      0    digital_storage[3]
worst max register to register       2.39                     24  mix.intermediate[15]
max in group asynchronous            5.24                      3            channel[1]
min in group asynchronous            1.05                      1  mix.intermediate[11]
worst min register to register       0.42                      0    digital_storage[3]
worst max-delay path                 2.39                     24  mix.intermediate[15]
Power and IR drop assume default switching activity.
